### /design/flow/run.sh
#!/bin/bash
# OpenROAD 26Q1-2900-gdf79404cd8, Yosys 0.63+post, stock flow scripts
make -C /OpenROAD-flow-scripts/flow DESIGN_CONFIG=/design/flow/config.mk WORK_HOME=/design/flow/orfs finish
### /design/flow/config.mk
export PLATFORM = sky130hd
export DESIGN_NAME = bloqueultrasonido
export DESIGN_NICKNAME = bloqueultrasonido
export VERILOG_FILES = /design/flow/design.v
export SDC_FILE = /design/flow/constraint.sdc
export NUM_CORES = 4
export LEC_CHECK = 1
export CORE_UTILIZATION = 40
### /design/flow/constraint.sdc
current_design bloqueultrasonido

set clk_period 3.4
set clk_io_pct 0.2

create_clock -name clk0 -period $clk_period [get_ports {clk}]

set non_clock_inputs [all_inputs -no_clocks]
set_input_delay [expr $clk_period * $clk_io_pct] -clock clk0 $non_clock_inputs
set_output_delay [expr $clk_period * $clk_io_pct] -clock clk0 [all_outputs]
### /design/flow/design.v
module	bloqueultrasonido	(
					output	[7:0]	d,
					output 		trigger,
					output 		done,
					input		clk,
                                       input		orden,
					input 		echo,
					input 		rst
				);
 maquinadeestados		maquinadeestados0	(
								.orden	(		orden		),
								.clk	(		clk		),
								.ENABLE	(		ENABLE		),
								.reset	(		reset		)
							);
ultrasonido			ultrasonido0		(
								.clk	(		clk		),
								.ENABLE	(		ENABLE		),
								.reset	(		reset		),
								.ECHO	(		echo		),
								.d	(		d		),
								.trigg	(		trigger		),
								.DONE	(		done		)
							);
endmodule
module contador		(
				output wire	[7:0] count,
				output reg	pulse,
				output reg	calculate,
				input	ECHO,
				input	ENABLE,
				input	CLKOUT,
				input	reset
			);
	reg [7:0] count0;
	reg logico;
	initial 
	begin
		count0=0;
		pulse=0;
		calculate=0;
	end
	always@(posedge CLKOUT)
	begin
		logico=(count0[7]||count0[6]||count0[5]||count0[4]||count0[3]||count0[2]||count0[1]||count0[0]);
		if(reset)
		begin
			count0=0;
			calculate=0;
			pulse=0;
		end
		else
		begin
			if(ENABLE)
			begin
				pulse=1'b1;
			end
			if(ECHO)
			begin
				count0=count0+1;
			end
			if(!ECHO && logico)
			begin
				calculate = 1;
			end
		end
	end
	assign count = count0;
endmodule
module	divisor (
					input			reset,
					input		[7:0]	count,
					input			calculate,
					input			CLKOUTD,
					output	reg		DONE,
					output		[7:0]	d
							);
	reg	[7:0]	registro;
	reg	[7:0]	registro0;
	reg		logico;
	assign	d = registro;
	initial
	begin
		registro=0;
		registro0=0;
		DONE=0;
	end
	always@(posedge CLKOUTD)
	begin
		logico=(registro0[7]||registro0[6]||registro0[5]||registro0[4]||registro0[3]||registro0[2]||registro0[1]||registro0[0]);
		if(reset)
		begin
			registro=0;
			registro0=0;
			DONE=0;
		end
		else
		begin
			if(calculate)
			begin
				registro0 = {count[7:0]};
			end
			if(calculate && logico)
			begin
				registro  = registro0 >> 1; 
				DONE = 1;
			end
		end
	end
endmodule
module	divisorfrec	#(
				parameter top=12'b101101101100 
			)
			(
				input           clk,
				output	reg	CLKOUT
			);
	reg [11:0] count_2924;
	initial
	begin
		CLKOUT=1'b1;
		count_2924=0;
	end
	always @(posedge clk) 
	begin
		count_2924 <= count_2924 + 1;
		if(count_2924 == top)
		begin
			count_2924<=0;
			CLKOUT <= ~CLKOUT;
		end
	end
endmodule
module	divisorfrecd	#(
				parameter top=11'b10110110110 
			)
			(
				input           clk,
				output	reg	CLKOUTD
			);
	reg [10:0] count_1462;
	initial
	begin
		CLKOUTD=1'b1;
		count_1462=0;
	end
	always @(posedge clk) 
	begin
		count_1462 <= count_1462 + 1;
		if(count_1462 == top)
		begin
			count_1462<=0;
			CLKOUTD <= ~CLKOUTD;
		end
	end
endmodule
module	divisorfrecgen	#(
				parameter top=10'b1111101000 
			 )
			(
				input           clk,
				output	reg	CLKOUT1
			);
	reg [9:0] count_1000;
	initial
	begin
		CLKOUT1=1'b0;
		count_1000=0;
	end
	always @(posedge clk) 
	begin
		count_1000 <= count_1000 + 1;
		if(count_1000 == top)
		begin
			count_1000<=0;
			CLKOUT1 <= ~CLKOUT1;
		end
	end
endmodule
module	divisorfrecme	#(
				parameter top=12'b101110111000 
			 )
			(
				input         		clk,
				output     reg     	CLKOUT2
			);
	reg [11:0] count_3000;
	initial
	begin
		CLKOUT2=1'b0;
		count_3000=0;
	end
	always @(posedge clk) 
	begin
			count_3000 <= count_3000 + 1;
			if(count_3000 == top)
			begin
				count_3000<=0;
				CLKOUT2 <= ~CLKOUT2;
			end
	end
endmodule
module	genpulsos	(
				input		pulse,
				input		CLKOUT1,
				input		reset,
				output		trigg
			);
	reg	Doit;
	reg	NoDoit;
	assign trigg=(Doit && ~NoDoit);
	initial
	begin
		Doit<=0;
		NoDoit<=0;
	end
	always@(posedge CLKOUT1)
	begin
		if(reset)
		begin
			Doit<=0;
			NoDoit<=0;
		end
		else
		begin
			if(pulse)
			begin
				Doit<=1'b1;
			end
			if(pulse && Doit)
			begin
				NoDoit<=1'b1;
			end
		end
	end
endmodule
module  maquinadeestados  (
                                  input   clk,
                                  input   orden,
                                  output  ENABLE,
                                  output  reset
                           );
meultrasonido meultrasonido0    (
                                  .reset    ( reset   ),
                                  .ENABLE   ( ENABLE  ),
                                  .CLKOUT2  ( CLKOUT2 ),
                                  .orden    ( orden   )
                                );
divisorfrecme divisorfrecme0    (
                                  .clk      ( clk     ),
                                  .CLKOUT2  ( CLKOUT2 )
                                );
endmodule
module  meultrasonido  (
                            input	CLKOUT2,
                            input	orden,
                            output	reg	ENABLE,
                            output	reg	reset
                          );
	always@(posedge CLKOUT2)
	begin
	case(orden)
		1'b0:	
		begin
			ENABLE <=  0;
	      		reset  <=  1;
		end
		1'b1:
		begin
			reset  <=  0;
	     		ENABLE <=  1;
		end
		default:
		begin
			reset  <=  0;
	     		ENABLE <=  0;
		end
	endcase
	end
endmodule
module	ultrasonido	(
				output [7:0]	d,
				output 		trigg,
				output 		DONE,
				input 		ENABLE,
				input 		ECHO,
				input		clk,
				input		reset
			 );
wire [7:0] count;
divisorfrec	divisorfrec0	(	
					.clk		(	clk		),
					.CLKOUT		(	CLKOUT		)
				);
divisorfrecgen	divisorfrecgen0	(	
					.clk		(	clk		),
					.CLKOUT1	(	CLKOUT1		)
				);
divisorfrecd	divisorfrecd0	(
					.clk		(	clk		),
					.CLKOUTD	(	CLKOUTD		)
				);
genpulsos	genpulsos0	(
					.pulse		(	pulse		),
					.CLKOUT1	(	CLKOUT1		),
					.reset		(	reset		),
					.trigg		(	trigg		)
				);
contador	contador0	(
					.reset		(	reset		),
					.count		(	count		),
					.pulse		(	pulse		),
					.calculate	(	calculate	),
					.ECHO		(	ECHO		),
					.ENABLE		(	ENABLE		),
					.CLKOUT		(	CLKOUT		)
				);
divisor		divisor0	(
					.reset		(	reset		),
					.count		(	count 	),
					.calculate	(	calculate	),
					.DONE		(	DONE		),
					.d		(	d		),
					.CLKOUTD	(	CLKOUTD		)
				);
endmodule
==> impl_metrics.ini <==
; yosys + openroad results
[die]
die_area_um2 = 8240
die_w_um = 90.8
fp_util_pct = 41.0
core_area_um2 = 7690
rows = 32
die_y_um = 90.8
io_pins = 14

[placement]
portBuffers = 11
place.gp.congestion = 0.795
dpl.hpwl_um = 3240
dpl.cell_count = 434
dp_slack_ps = 1650

[worst_setup_path]
arrival_ps = 1800
crit_family = simple AND/OR/NAND/NOR gates
critPathBufInv = 1
cp.required_ps = 3430
cp_max_fo = 9
cpPeakStageDelay_ps = 430
slowest_stage = dfxtp_1
path_cells = nand4_1, or4_1, nor3_1, buf_4
end_kind = register
critPathLaunchType = register
critPathKind = register to register

[hold_path]
min_path_type = register to register

[pwr]
power_density_nw_per_um2 = 270
power.leakage_nw = 1.37
netSwitchingPower_mw = 0.203
p_clk_share_pct = 37.4
ir_drop_uv = 230
p_comb_share_pct = 0.6
seqPwrFrac_pct = 62.0
p_int_mw = 0.732
switching_share_pct = 21.7

[logic_synthesis]
synthCells = 328
synthTopCellsByArea = dfxtp_1, nor2_1, xor2_1, xnor2_1, mux2i_1
common_cells = dfxtp_1, nor2_1, xor2_1
yosys_area_um2 = 3150
flop_cell = dfxtp_1
ys_warn_count = 16
async_flop_share_pct = 0
synth.most_common_cell = dfxtp_1
yosys.stat.seqShare_pct = 51.4
syn-cell-area_um2 = 3150
ys_cells = 328
ys_types = 35
top_area_share_pct = 47.6
numSynthFlops = 79
synth_area_per_cell_um2 = 9.61
yosysTopAreaCell = dfxtp_1
synth-edff-count = 4

[route]
drt_first_pass_iters = 4
via_per_inst = 4.67
antenna_cells = 0
wirelength_um = 4550
drc = 0
drtAntennaViolNets = 0
drt_iter0_drc = 47
vias = 2064
wl_per_cell_um = 10.3

[sta]
tightest_slew_ps = 647
unclocked_regs = 30
finalSetupViolCount = 0
final_max_slew_viol_count = 0
setup_ws_ps = 1630
untimed_endpoints = 39
timing.hold.ws_ps = 461
fin_crit_sh_pct = 52.1
max_freq_mhz = 565
relSlewSlack_pct = 56.6
fin_skew_ps = 12.9
hold_violations = 0
fin_crit_ps = 1770
grt_setup_unrepaired = no
setup_tns_ps = 0

[cells_and_area]
area_delta_synth_final_pct = 9.68
fin_cells = 442
fin_util_pct = 45.0
drive_above_1_share_pct = 5.00
fillers = 772

[global_routing]
grt_pass1_vias = 1854
grt_use_total_pct = 12.2
grt_pass1_wl_um = 8240
antenna_found_initial = 0
grt_max_degree = 29
grt-ovfl-total = 0

[run]
warnings = 30
maxCapViolCount = 0

[cts]
clkLatencyLatePin_ps = 310
root_buffer = clkbuf_8
cts_max_level = 2
cts_tree = yes
cts_buffer_depth = 2
clk_pin_slew_ps = 100
ctsHoldBuffers = 0
post-cts-setup-buffer-count = 0
numCtsBuffers = 5
post_cts_resized = 0

[outcome]
status = finished, final reports clean
-- state kept, by name, indices dropped and copies added (netlist names), 7 cells and up --
name / count
maquinadeestados0.divisorfrecme0.count_3000: 12
ultrasonido0.divisor0.registro0: 8
ultrasonido0.divisorfrec0.count_2924: 12
ultrasonido0.divisor0.registro: 7
ultrasonido0.divisorfrecgen0.count_1000: 10
ultrasonido0.contador0.count0: 8
ultrasonido0.divisorfrecd0.count_1462: 11
-- metal layers --
layer  routed length, um  GRT usage (%)  up-vias
met5                   0              0        -
met2                1860           18.6       21
met1                2500           19.8      926
met3                 126           1.97        6
li1                    -              -     1111
met4                  65           1.32        0
-- area by class of cell --
type                       count  area (um2)  share of cell area [%]
sequential                    79        1620                    46.9
multi-input combinational    224        1430                    41.4
tap                          102         128                    3.69
timing repair buffer          13         125                    3.62
clock buffer                   5        68.8                    1.99
inverter                      16        60.1                    1.74
clock inverter                 3        25.0                   0.724
-- power groups by stage --
stage,logic [mW],registers [mW],clock network [mW]
4_1_cts,0.00541,0.580,0.365
5_1_grt,0.00608,0.580,0.387
6_report,0.00535,0.580,0.350
-- through the flow --
| stage | power (mW) | cell area [um2] |
|---|---|---|
| finish | 0.935 | 3460 |
| global route | 0.974 | 3460 |
| CTS | 0.951 | 3460 |
| detailed placement | 0.599 | 3360 |
| global placement | 0.599 | 3360 |
| floorplan | 0.597 | 3150 |
-- placed cells by master, fill, tap and decap left out, drive strengths merged --
cell type | synthesis | layout
a21oi | 6 | 6
a31oi | 1 | 1
and2 | 3 | 3
and3 | 9 | 9
and4 | 4 | 4
buf | 4 | 2
clkbuf | 5 | 5
clkdlybuf4s50 | 0 | 11
clkinv | 0 | 1
clkinvlp | 0 | 1
conb | 1 | 1
dfxtp | 75 | 75
edfxtp | 4 | 4
ha | 9 | 9
inv | 16 | 17
mux2i | 16 | 16
nand2 | 14 | 14
nand3 | 15 | 15
nand4 | 11 | 11
nor2 | 65 | 65
nor2b | 4 | 4
nor3 | 10 | 10
nor4 | 4 | 4
o21ai | 3 | 3
or2 | 2 | 2
or3 | 2 | 2
or4 | 3 | 3
or4b | 1 | 1
xnor2 | 20 | 20
xor2 | 21 | 21
-- worst paths after layout --
kind	from	to	slack, ps	cells past startpoint
max	ultrasonido0.divisorfrec0.count_2924[5]	ultrasonido0.divisorfrec0.CLKOUT	1630	4
min	ultrasonido0.divisorfrecgen0.count_1000[9]	ultrasonido0.divisorfrecgen0.count_1000[9]	460	1
max reg2reg	ultrasonido0.divisorfrec0.count_2924[5]	ultrasonido0.divisorfrec0.CLKOUT	1630	4
min reg2reg	ultrasonido0.divisorfrecgen0.count_1000[9]	ultrasonido0.divisorfrecgen0.count_1000[9]	460	1
-- cell families (layout without fill, tap and decap cells) --
| family | after synthesis | count (layout) | synth area share, % |
|---|---|---|---|
| other | 1 | 1 | 0.119 |
| adders and majority gates | 9 | 9 | 3.57 |
| xor gates and xnor gates | 41 | 41 | 11.4 |
| AOI/OAI and AO/OA | 10 | 10 | 1.98 |
| and+or+nand+nor | 147 | 147 | 23.2 |
| muxes | 16 | 16 | 5.08 |
| DFF | 79 | 79 | 51.4 |
| buffers and inverters | 25 | 37 | 3.21 |
Power and IR drop assume default switching activity.
